$ cat ./config.mk
export PLATFORM = sky130hd
export DESIGN_NAME = mux3To1
export DESIGN_NICKNAME = mux3To1
export VERILOG_FILES = /design/flow/design.v
export SDC_FILE = /design/flow/constraint.sdc
export NUM_CORES = 4
export LEC_CHECK = 1
export CORE_AREA = 10 10 76 76
export DIE_AREA = 0 0 86 86
$ cat ./constraint.sdc
current_design mux3To1

set clk_period 2.8
set clk_io_pct 0.2

create_clock -name clk0 -period $clk_period

set non_clock_inputs [all_inputs -no_clocks]
set_input_delay [expr $clk_period * $clk_io_pct] -clock clk0 $non_clock_inputs
set_output_delay [expr $clk_period * $clk_io_pct] -clock clk0 [all_outputs]
$ cat ./design.v
module mux3To1(input[31:0] in1, input[31:0] in2, input[31:0] in3, input[1:0] sel, output[31:0] out);
	reg[31:0] tempOut;
	assign out = tempOut;
	always @(sel or in1 or in2 or in3) begin
		if (sel == 2'b00)  tempOut = in1;
		else if (sel == 2'b01) tempOut = in2;
		else if (sel == 2'b10) tempOut = in3;
		else tempOut = 0;
	end
endmodule
$ cat ./run.sh
#!/bin/bash
# OpenROAD 26Q1-2900-gdf79404cd8, Yosys 0.63+post, stock flow scripts
make -C /OpenROAD-flow-scripts/flow DESIGN_CONFIG=/design/flow/config.mk WORK_HOME=/design/flow/orfs finish
==> run notes <==
Status of the implementation.

- The run finished with clean final reports.
- The floorplan utilization is 19.1%, for reference.
- The synthesized area per cell is 10.2 um2, for reference.
- The detailed placement HPWL is 4.00 mm, for reference.
- The count of clock buffers in the final design is 0, for reference.
- Cells with a size suffix above 1 make up 8.96% of the layout.
- The total number of vias is 1103, for reference.
- The die is 86 um wide.
- During I/O placement, the number of pins put on the boundary was 130.
- In the final report, the number of hold violations comes to 0.
- The placeable core region is 0.00412 mm2, for reference.
- The synth_stat.txt file lists the number of cells as 77.
- The report lists the number of cells resized after CTS as 0.
- The script parses the final routing iteration and logs DRC violations as 0.
- The routed wire length per instance is 17.7 um, for reference.
- The number of sequential storage elements is 0, for reference.
- The number of hold-repair buffers added at the cts stage is 0, for reference.
- The number of antenna violations at the first check in global routing came to 0.
- The number of distinct library cells after synthesis is 8, for reference.
- The via count of the first global-routing pass is 1175, for reference.
- After detailed placement, the design holds a cell count of 251.
- The detailed-route vias per instance is 4.39, for reference.
- The sort of element at the start of the critical path is an input pin, for reference.
- The area of the mapped netlist is 787 um2, for reference.
- Counting the warning lines in the Yosys log gives 1.
- The tightest min-delay check is of the input pin to output port type.
- The setup fix buffers added after clock tree synthesis is 0, for reference.
- Per the post-synthesis report, the number of cells in the design is 77.
- The final hold slack is 1.96 ns, for reference.
- The synthesized netlist has a Yosys-reported chip area of 787 um2.
- The placer congestion estimate is 0.784, for reference.
- The leakage dissipation is 0.803 nW, for reference.
- For this block, the routed nets add up to 4.45 mm of wire.
- Per the log, the first TritonRoute iteration ended with a DRC count of 7.
- For the pin with the worst max-slew slack, the measured transition is 0.389 ns.
- The timing-limited maximum frequency is 0.383 GHz, for reference.
- The die footprint is 0.00740 mm2, for reference.
- Summing all flip-flop and latch instances after layout gives 0 um2.
- Data on the critical path is required at its endpoint by 2.24 ns.
- The number of standard-cell rows in the floorplan is 23, for reference.
- The wire length of the first global-routing pass is 6.36 mm, for reference.
- The critical path start-end classification is input pin to output port, for reference.
- Total power normalized to cell area comes to 148 mW/mm2.
- Input and output buffers added on the ports amount to 130.
- Looking at the critical path, the highest net fanout was 20.
- The number of warning messages in the logs is 32, for reference.
- For this run, the script counts the antenna cells in the layout as 0.
- The critical path arrival is 2.05 ns, for reference.
- Setup repair after global routing left no endpoint under its margin.
- The headroom to the max-slew limit is 74.1%, for reference.
- The instance area after placement is 0.00209 mm2, for reference.
- The largest net degree at the start of global routing is 33, for reference.
- The flow measured a signed area growth from synthesis to layout of 166%.
- The post-route fraction of the period consumed by the critical path is 93.3%, for reference.
- The sequential cell area fraction in the yosys report is 0%, for reference.
- The count of antenna-violating nets left after detailed routing is 0, for reference.
- The design area is 0.00209 mm2, for reference.
- Global routing used 10.5% of the available tracks.
- The max-cap violation count is 0, for reference.
- The aggregate global routing overflow is 0, for reference.
- In this run the vertical extent of the chip is 86 um.
- The worst path needs 2.61 ns of the cycle, external delays included.
- The number of detailed-routing iterations run before antenna repair is 2, for reference.
- The type of destination of the critical path is an output port, for reference.
- The number of pins with negative max-slew slack in the final report is 0, for reference.
- The final-report setup violation count is 0, for reference.
- Adding up every negative setup slack in the final design gives 0 ns.
- The non-filler instance count after layout is 251, for reference.
- The peak supply drop is 0.0824 mV, for reference.
==> worst paths after layout <==
check / slack [ns] / depth (start not counted) / endpoint / from
max: 0.19 / 5 / out[17] / sel[1]
min: 1.96 / 5 / out[14] / sel[0]
==> layout by cell type, fill, tap and decap left out <==
| cell type | n |
|---|---|
| sky130_fd_sc_hd__o2bb2ai_2 | 10 |
| sky130_fd_sc_hd__buf_2 | 1 |
| sky130_fd_sc_hd__buf_12 | 1 |
| sky130_fd_sc_hd__buf_4 | 5 |
| sky130_fd_sc_hd__o2bb2ai_1 | 22 |
| sky130_fd_sc_hd__nor2b_4 | 1 |
| sky130_fd_sc_hd__clkdlybuf4s50_1 | 129 |
| sky130_fd_sc_hd__mux2i_1 | 32 |
==> kinds of logic after synthesis <==
logic type	count (synthesis)	synth area share [%]
muxes	32	40.7
AOI/OAI and AO/OA	32	43.6
buffers and inverters	12	14.0
and+or+nand+nor	1	1.75
==> layer usage <==
metal	vias up	track usage [%]	wire length, um
met5	-	0	0
met4	0	1.35	55
met3	4	5.15	580
met2	64	20.0	2330
met1	466	10.2	1490
li1	569	-	-
==> cell type report <==
| type | instances | area (um2) |
|---|---|---|
| repair buffers | 136 | 1350 |
| fillers | 374 | 2020 |
| multi-input cells | 65 | 677 |
| well taps | 50 | 62.6 |
==> stage by stage <==
stage / setup WS (ns) / util, % / power, mW
floorplan: 1.08 / - / 0.0902
global placement: 0.200 / 50.9 / 0.313
detailed placement: 0.184 / 50.9 / 0.314
CTS: 0.182 / 50.9 / 0.315
global route: 0.131 / 50.9 / 0.333
finish: 0.187 / 50.9 / 0.309
==> Yosys cell counts <==
cell,number,area share (%)
sky130_fd_sc_hd__mux2i_1,32,41
sky130_fd_sc_hd__o2bb2ai_1,22,24
sky130_fd_sc_hd__o2bb2ai_2,10,19
sky130_fd_sc_hd__buf_6,8,11
sky130_fd_sc_hd__clkbuf_1,2,0.95
sky130_fd_sc_hd__buf_2,1,0.64
sky130_fd_sc_hd__buf_4,1,0.95
sky130_fd_sc_hd__nor2b_4,1,1.7
==> critical path, stage by stage <==
cell and delay [ns]:
sky130_fd_sc_hd__clkdlybuf4s50_1 0.47, sky130_fd_sc_hd__nor2b_4 0.19, sky130_fd_sc_hd__buf_12 0.18, sky130_fd_sc_hd__o2bb2ai_1 0.13
sky130_fd_sc_hd__clkdlybuf4s50_1 0.51
==> where the power goes <==
group	internal [mW]	switching [mW]	total, mW	leakage, nW
combinational	0.230	0.0787	0.309	0.803
sequential	0	0	0	0
clock	0	0	0	0
No activity file was given, so power comes from the tool's default toggle rates.
